$ cat flow/run.sh
#!/bin/bash
# OpenROAD 26Q1-2900-gdf79404cd8, Yosys 0.63+post, stock flow scripts
make -C /OpenROAD-flow-scripts/flow DESIGN_CONFIG=/design/flow/config.mk WORK_HOME=/design/flow/orfs finish
$ cat flow/config.mk
export PLATFORM = sky130hd
export DESIGN_NAME = spi_slave
export DESIGN_NICKNAME = spi_slave
export VERILOG_FILES = /design/flow/design.v
export SDC_FILE = /design/flow/constraint.sdc
export NUM_CORES = 4
export LEC_CHECK = 1
export CORE_AREA = 10 10 103 103
export DIE_AREA = 0 0 113 113
$ cat flow/design.v
`timescale 1ns / 1ps
module spi_slave (rstb,ten,ss,sck,sdin,tdata, sdout,rdata,done);
input rstb,ss,sck,sdin,ten;
input [7:0] tdata;
output sdout;            
output reg done;
output reg [7:0] rdata;
reg [7:0] treg,rreg;
reg [3:0] nb;
wire sout;
reg mlb;
initial begin
mlb<=1;
end
assign sout=mlb?treg[7]:treg[0];
assign sdout=( (!ss)&&ten )?sout:1'bz;  
always @(posedge sck or negedge rstb)
begin
if (rstb==0)
    begin rreg = 8'h00;  rdata = 8'h00; done = 0; nb = 0; end    
else if (!ss) begin 
        if(mlb==0)   
            begin rreg ={sdin,rreg[7:1]}; end
        else      
            begin rreg ={rreg[6:0],sdin}; end  
        nb=nb+1;
        if(nb!=8) done=0;
        else  begin rdata=rreg; done=1; nb=0; end
    end      
end
always @(negedge sck or negedge rstb)
begin
if (rstb==0)
    begin treg = 8'hFF; end
else begin
    if(!ss) begin            
        if(nb==0) treg=tdata;
        else begin
           if(mlb==0)   
                begin treg = {1'b1,treg[7:1]}; end
           else      
                begin treg = {treg[6:0],1'b1}; end            
        end
    end  
 end  
end  
endmodule
$ cat flow/constraint.sdc
current_design spi_slave

set clk_period 3.1
set clk_io_pct 0.2

create_clock -name clk0 -period $clk_period [get_ports {sck}]

set non_clock_inputs [all_inputs -no_clocks]
set_input_delay [expr $clk_period * $clk_io_pct] -clock clk0 $non_clock_inputs
set_output_delay [expr $clk_period * $clk_io_pct] -clock clk0 [all_outputs]
==> run notes <==
run results: CTS Sinks 28, placed cells ~230, Synth Area in Compound Gates 11.33%, overall routed net length 2.341 mm, Cell Type Count 25, CTS clock-pin slew for the worst setup and hold paths 0.03 ns, worst-path fanout max 2, layout cells sized above 1 27.61%, Yosys top cell by area dfrtp_1, Post-synth top cells dfrtp_1 (20), mux2_2 (16), a21oi_1 (15), nand2_1 (9), dfstp_2 (8), synthesized area per cell 12.26 sq um, Post-Layout Cell Count 239, sequential power share 49.0%, Internal 0.8861 mW, Rows 33, Crit path largest cell delay around 0.51 ns, leak pwr 0.7413 nW, simple share 10.71%, grt total ovfl 0, vias in the first global route 884, Clock power frac a little under a fifth, Post-Synth XOR/XNOR Area 0.7143%, ant diodes 0, Placement Setup Slack -0.06074 ns, unrepaired setup endpoints after global routing true, worst slew pin tran around 0.39 ns, register area share after synthesis 57.96%, Core Util at FP 14.77%, clk_skew about 0.063 ns, via/cell ratio 3.406, post-DP HPWL between 1.5 and 2 mm, die area between 10000 and 15000 sq um, CP endpoint kind output pin, I/O pin count 23, flip-flops with a built-in enable 0, Post-DRT Antenna Nets 0, cts hold-fix bufs 0, Switching Share 29.18%, highest-delay cell along the critical path dfstp_2, Die Y 113 um, Async S/R FF share, synth 100.0%, clk buf depth 2, RD Place Congestion 0.7563, yosys stat chip area approximately 1200 sq um, drt wl/cell a little under 10 um, postcts setup bufs 0, initial antenna violation count 0, Hold Path Class register to register, Synth Instances 100, Required @ worst endpoint about 2.5 ns, critical path cell sequence buf_2, Logic pwr share between 30% and 40%, Skew-Pair Late Insertion Delay 0.33 ns, CP arrival around 2.5 ns, adder share 2.041%, failing checks setup timing, cts repair resizes 3, first-pass iteration count of the detailed router 3, Main logic family multiplexers, Pwr Density approximately 750 nW/um^2, root buf cell clkbuf_8, Core Footprint 8299 sq um, CTS buffer count 3, global router's overall resource usage 3.668%, MaxCap Viol Count 0, status finished, violations left, Worst path top cell family by delay flip-flops, deepest level of the CTS H-tree 1, final setup margin -0.01164 ns, worst IR drop on VDD 246.3 uV, mux frac, synth 14.69%, port bufs 21, final hold vios 0, Rel. slew slack 74.12%, Most used DFF post-synth dfrtp_1, first-pass GRT wire length ~4.0 mm, drc violations 0, net switching power 0.3651 mW, via count 814, cell with the most instances after synthesis dfrtp_1, yosys cell count 100, final setup vio count 1, CTS tree built, Die W 113 um, Post-synth area hogs dfrtp_1 (41%), dfstp_2 (17%), mux2_2 (15%), a21oi_1 (6.1%), nor2b_1 (3.6%), DR iter-0 viols 46, largest net degree at the start of global routing 21, Synth Cell Area 1226 sq um, yosys synthesis warning count 2, Registers, synthesis 28, Worst setup SP type register, synth-to-layout area growth 36.63%, Slew Limit Fails 0, OpenROAD warnings 37, Crit Path Class register to output pin, Area leader share 40.82%, CP Buf/Inv Count 1
-- cell type report --
type                       count  area (sq um)
inverter                       3         11.26
clock buffer                   3         41.29
fill                         881          6624
timing repair buffer          27         262.8
tap                          105         131.4
clock inverter                 9         33.78
multi-input combinational     64         484.2
sequential                    28         710.7
-- registers in the layout, indices dropped and copies added (netlist names) --
register and cells:
rreg 7, done 1, treg 8, nb 4, rdata 8
-- power by group through the flow --
| stage | sequential, mW | combinational, mW | clock (mW) |
|---|---|---|---|
| final | 0.613 | 0.404 | 0.234 |
| after CTS | 0.614 | 0.417 | 0.245 |
| after global routing | 0.635 | 0.464 | 0.267 |
-- layout by cell type, fill, tap and decap left out, types with 2 or more instances in the layout --
| master | synthesis | routed |
|---|---|---|
| clkbuf_8 | 0 | 3 |
| dfstp_2 | 8 | 8 |
| clkdlybuf4s50_1 | 0 | 20 |
| nand2_1 | 9 | 9 |
| dfrtp_1 | 20 | 20 |
| inv_1 | 4 | 11 |
| a21oi_1 | 15 | 15 |
| buf_4 | 0 | 5 |
| nor2b_1 | 7 | 7 |
| mux2_2 | 16 | 16 |
| ha_1 | 2 | 2 |
-- final timing paths --
| path | start | endpoint | slack (ns) | depth (start not counted) |
|---|---|---|---|---|
| worst max-delay path | treg[7]$_DFFE_NN1N_ | sdout | -0.01 | 1 |
| worst min-delay path | treg[5]$_DFFE_NN1N_ | treg[6]$_DFFE_NN1N_ | 0.46 | 2 |
| worst max register to register | nb[0]$_DFFE_PN0N_ | treg[0]$_DFFE_NN1N_ | 0.16 | 5 |
| worst min register to register | treg[5]$_DFFE_NN1N_ | treg[6]$_DFFE_NN1N_ | 0.46 | 2 |
| max in group asynchronous | rstb | treg[7]$_DFFE_NN1N_ | 0.65 | 1 |
| min in group asynchronous | rstb | nb[3]$_DFFE_PN0N_ | 1.01 | 2 |
-- kinds of logic (layout without fill, tap and decap cells) --
| kind of cell | Yosys count | count (layout) |
|---|---|---|
| and+or+nand+nor | 24 | 24 |
| AOI/OAI and AO/OA | 21 | 21 |
| adders and majority gates | 2 | 2 |
| buffers and inverters | 8 | 42 |
| xor gates and xnor gates | 1 | 1 |
| muxes | 16 | 16 |
| DFF | 28 | 28 |
-- through the flow --
step | total power [mW] | setup TNS [ns] | cell area, sq um | utilization [%] | hold WS [ns]
2_1_floorplan | 0.8408 | 0 | 1226 | - | 0.3244
3_5_place_dp | 1.057 | -0.09441 | 1609 | 19.39 | 0.4581
5_1_grt | 1.366 | -0.05570 | 1675 | 20.19 | 0.4794
4_1_cts | 1.275 | -0.02059 | 1675 | 20.19 | 0.4630
3_3_place_gp | 1.047 | -0.07295 | 1609 | 19.39 | 0.4542
6_report | 1.251 | -0.01164 | 1675 | 20.19 | 0.4603
-- layer usage --
layer / GRT usage, % / wire [um] / up-vias
met5: 0 / 0 / -
met4: 0.2538 / 0 / 0
met3: 0.9615 / 83 / 0
met2: 6.375 / 1173 / 10
met1: 4.645 / 1084 / 391
li1: - / - / 413
No activity file was given, so power comes from the tool's default toggle rates.
