[run.sh]
#!/bin/bash
# OpenROAD 26Q1-2900-gdf79404cd8, Yosys 0.63+post, stock flow scripts
make -C /OpenROAD-flow-scripts/flow DESIGN_CONFIG=/design/flow/config.mk WORK_HOME=/design/flow/orfs finish
[config.mk]
export PLATFORM = sky130hd
export DESIGN_NAME = user_application
export DESIGN_NICKNAME = user_application
export VERILOG_FILES = /design/flow/design.v
export SDC_FILE = /design/flow/constraint.sdc
export NUM_CORES = 4
export LEC_CHECK = 1
export CORE_AREA = 10 10 104 104
export DIE_AREA = 0 0 114 114
[constraint.sdc]
current_design user_application

set clk_period 2.0
set clk_io_pct 0.2

create_clock -name clk0 -period $clk_period [get_ports {clock}]

set non_clock_inputs [all_inputs -no_clocks]
set_input_delay [expr $clk_period * $clk_io_pct] -clock clk0 $non_clock_inputs
set_output_delay [expr $clk_period * $clk_io_pct] -clock clk0 [all_outputs]
[design.v]
`timescale 1ns / 1ps
module user_application(
    input [31:0] data_in,
    output reg [31:0] data_out,
    output reg [9:0] read_address,
    output reg [9:0] write_address,
    output reg [3:0] rd_we,
    output reg rd_wren,
    input clock,
    output reg wr_rden
    );
    initial begin
    read_address <= -1;
    write_address <= -2;
    rd_wren <= 1;
    wr_rden <= 1;
    rd_we <= 4'hf;
    data_out<=0;
    end
    always @ (negedge clock)
    begin
                read_address<=read_address + 1;
                write_address <= write_address + 1;
                data_out <= data_in;   
    end
endmodule
==> flow_metrics.py <==
# Flow results
metrics = {
    "clocking": {
        "clk_pin_slew_worst_paths_ns": 0.04,
        "cts_buffers": 5,
        "cts.path.max_buffers": 2,
        "ctsHoldBuffers": 0,
        "cts_num_sinks": 52,
        "cts_max_level": 2,
        "cts_tree": "yes",
        "cts_root_buf": "clkbuf_8",
        "insertion_delay_ns": 0.38,
    },
    "die": {
        "core_um2": 8680,
        "die_w_um": 114,
        "die_h_um": 114,
        "io_pins": 91,
        "fp-utilization_pct": 16.1,
        "rows": 34,
        "die_area_um2": 13000,
    },
    "routing": {
        "ant_nets": 0,
        "first_pass_iters": 4,
        "routed_wl_mm": 4.09,
        "drc": 0,
        "drt-initial-drc-count": 17,
        "wire_per_inst_um": 10.8,
        "avgViaCountPerCell": 3.41,
        "route.antenna.diode_count": 0,
        "via_count": 1284,
    },
    "global_routing": {
        "grt-ovfl-total": 0,
        "antenna_found_initial": 0,
        "grt_pass1_vias": 1413,
        "grtUsageTotal_pct": 6.29,
        "grt_pass1_wl_mm": 6.65,
        "grt_max_degree": 18,
    },
    "logic_synthesis": {
        "synth.yosys.seq_area_share_pct": 74.3,
        "yosysTopAreaCellShare_pct": 74.3,
        "syn_area_um2": 1400,
        "yosys_warnings": 1,
        "synth_cells": 104,
        "ys_cells": 104,
        "top_cells_by_area": "dfxtp_1 (74%), xnor2_1 (7.5%), buf_4 (3.2%)",
        "synth_flops": 52,
        "avgSynthCellArea_um2": 13.5,
        "synth_area_leader_cell": "dfxtp_1",
        "yosys_area_um2": 1400,
        "synth.distinct_cells": 17,
    },
    "setup_path": {
        "reg2regPathDepth": 5,
        "crit_fanout": 2,
        "r2r-end": "write_address[6]",
        "worst_ep_required_time_ns": 1.60,
        "cp_num_buf_inv": 1,
        "critPathLaunchType": "flip-flop",
        "critPathMaxStageDelay_ns": 0.31,
        "cp_slowest_cell": "dfxtp_2",
        "worst_path_dominant_cell_family": "flip-flops",
        "crit_path_start": "write_address[1]",
        "worstReg2RegStart": "write_address[1]",
        "endpoint": "write_address[1]",
        "arrival_ns": 1.80,
        "worstPathCellList": "buf_2",
        "crit_type": "flip-flop to output pin",
        "critical_path_cell_count": 1,
        "crit_path_end_kind": "output pin",
        "rrSetupSlack_ns": 0.70,
    },
    "power": {
        "ir_drop_uv": 336,
        "p_per_area_nw_per_um2": 896,
        "p_leak_nw": 1.38,
    },
    "sta": {
        "hold_slack_ns": 0.506,
        "setup_tns_ns": -8.67,
        "skew_ns": 0.0139,
        "rsz0062_at_grt": "true",
        "drv_slew": 0,
        "hold_viol": 0,
        "finalWorstSetupSlack_ns": -0.197,
        "finalSetupViolCount": 52,
    },
    "layout": {
        "regArea_um2": 1070,
        "fill_cells": 922,
        "lay_top_count": "inv_1",
        "syn_to_final_growth_pct": 85.7,
        "drive_above_1_share_pct": 40.1,
        "lay_top_cells": "inv_1 (57), buf_2 (52), clkdlybuf4s50_1 (32)",
        "stdcell_count": 377,
        "logic_area_um2": 312,
    },
    "placement": {
        "portBuffers": 84,
        "place_hpwl_mm": 3.17,
        "place_inst": 314,
        "place.gp.congestion": 0.719,
    },
    "flow_run": {
        "log.warning_count": 79,
        "drv_cap": 0,
    },
    "run_status": {
        "status": "finished, violations left",
        "violations": "setup timing",
    },
    "min_path": {
        "min-delay-path-class": "flip-flop to flip-flop",
    },
}
==> area by class of cell <==
| cell class | count | area share, % |
|---|---|---|
| multi-input combinational | 45 | 12.0 |
| clock inverter | 55 | 9.42 |
| clock buffer | 5 | 2.64 |
| timing repair buffer | 107 | 28.9 |
| sequential | 52 | 41.1 |
| tap | 108 | 5.19 |
| inverter | 5 | 0.721 |
==> logic make-up (layout without fill, tap and decap cells) <==
family | count (synthesis) | count (layout) | synth area share (%)
DFF | 52 | 52 | 74.3
adders and majority gates | 2 | 2 | 1.79
xor gates and xnor gates | 16 | 16 | 10.0
buffers and inverters | 12 | 172 | 4.82
and+or+nand+nor | 21 | 21 | 8.84
other | 1 | 6 | 0.268
==> stage by stage <==
step	worst slack, ns	instance area (µm²)	power, mW	util [%]
4_1_cts	-0.230	2600	2.42	30.0
6_report	-0.197	2600	2.33	30.0
3_5_place_dp	-0.263	2490	1.39	28.7
3_3_place_gp	-0.263	2490	1.39	28.7
5_1_grt	-0.261	2600	2.56	30.0
2_1_floorplan	0.242	1420	1.26	-
==> per-layer routing <==
layer  up-vias  GRT usage (%)  wire length [µm]
met5         -              0                 0
met4         0           4.51               180
met3        15           4.31               473
met2        69           9.64              1990
met1       553           5.82              1450
li1        647              -                 -
==> how the worst min path moves through the flow <==
stage | from | cells past startpoint | endpoint | slack, ns
after CTS | write_address[0] | 2 | write_address[0] | 0.51
final | write_address[0] | 2 | write_address[0] | 0.51
after global routing | write_address[9] | 2 | write_address[9] | 0.53
==> sequential cells by signal (all words and copies together) (netlist names) <==
signal,flops
read_address,10
write_address,10
data_out,32
==> report_power, final <==
group | internal, mW | switching [mW]
logic | 0.0743 | 0.0148
registers | 1.08 | 0.00622
clock network | 0.521 | 0.638
==> repair_timing <==
action | in CTS | in global routing
pin swaps | 0 | 0
setup buffers | 4 | 0
endpoints found under the hold margin | 0 | 0
setup endpoints to repair | 52 | 52
gates resized | 180 | 2
==> Yosys cell counts <==
cell      n
dfxtp_1  52
xnor2_1  12
buf_4     6
inv_1     6
nand3_1   6
xor2_1    4
nand2_1   3
nand4_1   3
and3_1    2
ha_1      2
nor3_1    2
and4_1    1
conb_1    1
nand3_2   1
nor2_1    1
nor4_2    1
or3_1     1
Power is estimated from default activity; no workload was simulated.
