### flow/design.v
`timescale 1ns / 1ps
module FSM(
    input clk,
    input [7:0] rreg,
    output reg [11:0] rdaddr,
    output reg [11:0] wraddr,
    output reg [7:0] data,
    output reg we,wren,rden,regce,
    output reg reset_out,
    input reset_in,
    output reg [3:0] stateop,
    output reg ten
    );
    reg [3:0] next_state;
    reg [3:0] state;
    reg [15:0] count;
    reg [15:0] current_count;
    reg [7:0] temp_data;
    reg [11:0] address = 10'h00;
    parameter Start_Byte1 = 8'h19;
    parameter Start_Byte2 = 8'h1e;
    parameter Stop_Byte = 8'h1c;
    parameter st0 = 4'b0000;
    parameter st1 = 4'b0001;
    parameter st2 = 4'b0010;
    parameter st3 = 4'b0011;
    parameter st4 = 4'b0100;
    parameter st5 = 4'b0101;
    parameter st6 = 4'b0110;
    parameter st7 = 4'b0111;
    parameter st8 = 4'b1000; 
    parameter st9 = 4'b1001; 
    parameter st10 = 4'b1010;
    parameter st11 = 4'b1011;
    parameter st12 = 4'b1100;
    initial
    begin
       state <= 4'b0000;
       next_state <= 4'b0000;
        reset_out <= 1'b0;
        regce <= 1'b0;
        rdaddr <= 8'h01;
        data<=8'h0;
        temp_data<=0;
        wraddr <= 0;
    end
    always @(negedge clk)    
    begin
        if(!reset_in)
        state = st0;
        else
        state = next_state;
     end
     always @ (state)    
     begin 
     case(state)
        st0: begin
                stateop <= 4'hf; 
        end
        st1: begin
                stateop <= 4'h1;   
              end
        st2: begin
                stateop <= 4'h2;
             end
        st3: begin
                stateop<= 4'h3;
            end
        st4:begin
                stateop <= 4'h4;
            end
        st5:begin
                stateop <= 4'h5; 
             end
        st6:begin
                stateop <= 4'h6;
            end
        st7:begin 
                stateop<= 4'h7;
         end
         st8: begin
         stateop<=4'h8;
         end
         st9: begin
         stateop<=4'h9;
         end
         st10: begin
         stateop<=4'hA;
         end
         st11:begin
         stateop<=4'hb;
         end
         st12: begin
         stateop <= 4'hc;
         end
        default:begin
                stateop<=0;
            end
      endcase
end
    always @ (state or rreg or current_count or count)    
     begin
     next_state <= st0;
     case(state)
         st0:
         begin
            if(rreg == Start_Byte1)
            begin
                next_state  <= st1;
                rden<=0;
                ten<=0;
                we<=0;
                wren<=0;
            end
            else
            begin
                next_state  <= st0;
                rden<=0;
                ten<=0;
                we<=0;
                wren<=0;
            end
         end
         st1:
         begin
            if(rreg == Start_Byte2)
            begin
                 next_state  <= st2;
                 rden<=0;
                 ten<=0;
                 we<=0;
                 wren<=0;
            end     
            else if(rreg == Start_Byte1)
            begin
                 next_state  <= st1;
                 rden<=0;
                 ten<=0;
                 we<=0;
                 wren<=0;
            end
            else 
            begin
                 next_state <= st0;
                 rden<=0;
                 ten<=0;
                 we<=0;
                 wren<=0;
             end
          end
           st2:begin 
             next_state<=st3;
             rden<=0;
             ten<=0;
             we<=0;
             wren<=0;
           end  
           st3:begin
             next_state<=st4;
             rden<=0;
             ten<=0;
             we<=0;
             wren<=0;
           end  
          st4:                   
          begin 
                  next_state <= st5;
                  rden<=0;
                  ten<=0;
                  we<=0;
                  wren<=0;
          end
         st5:
         begin
            if(rreg[0] == 1)
            begin
                next_state <= st6; 
                rden<=0;
                ten<=0;
                we<=0;
                wren<=0;
            end
          else if  (rreg[0] == 0)
          begin
            next_state <= st8;
            rden<=0;
            ten<=0;
            we<=0;
            wren<=0;
          end
          else 
          begin 
            next_state<=st0;
            rden<=0;
            ten<=0;
            we<=0;
            wren<=0;
          end
         end
         st6:
         begin
            next_state <= st7;
            we<=1;
            wren<=1;
            rden<=0;
            ten<=0;
         end
         st7: 
         begin
            if(current_count == count)
            begin
                next_state <= st0;
                we<=0;
                wren<=0;
                rden<=0;
                ten<=0;
           end
           else
           begin
                next_state <= st7;
                we<=1;
                wren<=1;
                rden<=0;
                ten<=0;
           end
         end
         st8:
         begin 
            next_state <= st9;
            we<=0;  
            wren<=0;
            rden<=1;
            ten<=0; 
         end
          st9: 
          begin
          if(current_count==count)
          begin
                rden<=0;
                ten<=0;
                 we<=0;
               wren<=0;
                next_state<=st0;
          end
          else
                begin
                next_state<=st9;
                rden<=1;
                ten<=1;
                 we<=0;
               wren<=0;
                end
          end
         default: 
         begin
           next_state <= st0;
           we<=0;
           wren<=0;
           ten<=0;
           rden<=0;
         end        
     endcase
    end
always @ (posedge clk)
begin
case(state)
         st0:
         begin 
         end
         st1:
         begin
            count <= 0;
            current_count <= 0;
         end
         st2:
          begin
          count[15:8]<=rreg;
          wraddr <=0;
          rdaddr<=0;
          end
          st3:
          begin
           count[7:0] <= rreg;    
            wraddr <=0;
            rdaddr<=0;     
          end 
          st4: 
            begin
              wraddr[11:7] <= rreg[4:0];
              rdaddr[11:7] <= rreg[4:0];
           end
         st5:
         begin
           wraddr[6:0]<=rreg[7:1];
           rdaddr[6:0]<=rreg[7:1];
          end
                st6:
                 begin
                 data <= rreg;
                 end
                 st7:
                 begin
                   data <= rreg;
                   wraddr <= wraddr + 1; 
                   current_count <= current_count + 1;       
                 end
                 st8:
                 begin
                 rdaddr <= rdaddr + 1;
                 end
         st9:
         begin
         rdaddr <= rdaddr + 1;
         current_count <= current_count + 1;
         end
         default: 
         begin
           wraddr<=0;
           rdaddr<=0;
         end        
     endcase
end
endmodule
### flow/run.sh
#!/bin/bash
# OpenROAD 26Q1-2900-gdf79404cd8, Yosys 0.63+post, stock flow scripts
make -C /OpenROAD-flow-scripts/flow DESIGN_CONFIG=/design/flow/config.mk WORK_HOME=/design/flow/orfs finish
### flow/constraint.sdc
current_design FSM

set clk_period 3.5
set clk_io_pct 0.2

create_clock -name clk0 -period $clk_period [get_ports {clk}]

set non_clock_inputs [all_inputs -no_clocks]
set_input_delay [expr $clk_period * $clk_io_pct] -clock clk0 $non_clock_inputs
set_output_delay [expr $clk_period * $clk_io_pct] -clock clk0 [all_outputs]
### flow/config.mk
export PLATFORM = sky130hd
export DESIGN_NAME = FSM
export DESIGN_NICKNAME = FSM
export VERILOG_FILES = /design/flow/design.v
export SDC_FILE = /design/flow/constraint.sdc
export NUM_CORES = 4
export LEC_CHECK = 1
export CORE_UTILIZATION = 30
==> results.ini <==
[finish]
stdcell_area_mm2 = 0.005187
final_layout_top_logic_cell = sky130_fd_sc_hd__edfxtp_1
ratio_of_cells_with_drive_above_1_in_the_final_layout_pct = 27.23
area_delta_synth_final_pct = 43.16
layout_top_cells_excl_fill_tap = 64 x sky130_fd_sc_hd__edfxtp_1, 46 x sky130_fd_sc_hd__buf_4, 42 x sky130_fd_sc_hd__xnor2_1

[clocking]
clkTransAtPathRegs_ns = 0.05
cts_tree = yes
clock-sinks = 68
hold_buffers = 0
worst_skew_pair.late_latency_ns = 0.38
cts_max_level = 3
cts-root-to-sink-buffers = 2
cts_root_buffer = sky130_fd_sc_hd__clkbuf_16
numCtsBuffers = 9

[grt]
grtUsageTotal_pct = 15.42
largest_net_degree_at_the_start_of_global_routing = 16
grt_overflow = 0
global_route.usage.met3_pct = 4.543
grt.met2_usage_pct = 23.60
antenna_violations_before_repair = 0
wire_length_of_the_first_global_routing_pass_um = 14630
first_global_vias = 2862
most_used_layer_global_route = met2
groute.layer.met1.usage_pct = 23.57

[synthesis]
synthDominantCellAreaShare_pct = 53.04
post_synth_num_cell_types = 40
synth_chip_area_mm2 = 0.003623
synth.ff_latch_count = 68
yosys_warnings = 1
synth.avg_cell_area_um2 = 10.69
synth.yosys.num_cells = 339
synth.comb.largest_family = simple AND/OR/NAND/NOR gates
synthAoiAreaFrac_pct = 7.666
mux_share_pct = 0
netlist_instances = 339
yosys.area_share.adder_pct = 1.036
biggest_area_contributors_in_the_synthesized_netlist = sky130_fd_sc_hd__edfxtp_1 53%, sky130_fd_sc_hd__xnor2_1 10%, sky130_fd_sc_hd__o21ai_0 3.9%, sky130_fd_sc_hd__nand2_1 3.1%, sky130_fd_sc_hd__and2_1 2.9%
synth.cellmix.xorXnorShare_pct = 11.60
number_of_enable_type_register_cells_in_the_synthesized_netlist = 64
synth_area_mm2 = 0.003623
yosysSeqAreaShare_pct = 55.25
synthFlopType = sky130_fd_sc_hd__edfxtp_1
top_area_cell = sky130_fd_sc_hd__edfxtp_1
synth-async-reset-ratio_pct = 0
synth_simple_gate_area_share_pct = 20.68

[critical_path]
crit_arrival_ns = 3.10
worst_setup_path_start_kind = flip-flop
crit_path_end_kind = output pin
criticalPathCategory = flip-flop to output pin
critical_path_peak_fanout = 6
crit_path_drt_ns = 2.80

[drt]
drt-total-wl_um = 9008
routed_via_density = 4.824
count_of_vias_placed_by_the_detailed_router = 2851
final_antenna_net_count = 0
avgRoutedWirePerCell_um = 15.24
drc_errors = 0
drtPass1Iterations = 4
num_antenna_cells = 0
drt_iter0_markers = 201

[status]
status = complete, but fails checks
violations_in_the_final_reports = negative setup slack

[die]
io_pins = 52
initial_util_pct = 31.20
die_h_um = 111.9
chipWidth_um = 111.9
die-area_mm2 = 0.01252
rows = 39
fp.coreArea_mm2 = 0.01161

[place]
hpwlAfterDp_um = 6298
finalWeightedCongestion = 0.8225
dpl_cell_area_mm2 = 0.004586
portBuffers = 49

[timing]
timing.clock.skew_ns = 0.06236
unrepaired_setup_endpoints_after_global_routing = yes
timing.final.ws_setup_ns = -0.2998
finalHoldViolations = 0
setup_viol = 24
drv_slew = 0

[power_and_ir_drop]
report.power.total_mw = 1.773
ir_worst_vdd_mv = 0.2220
total_leakage_power_nw = 1.857
power.density_mw_per_mm2 = 341.9

[min_path]
timing.hold.worst.class = flip-flop to flip-flop

[job]
maxcap_viol_count = 0
tool_warnings = 32

repair_timing:
action	CTS	global route
buffers inserted	14	4
gates resized	64	30
pin swaps	12	10
gates cloned	1	0
setup endpoints to repair	39	50
power by group:
group	switching (mW)	internal, mW
registers	0.000215	0.876
logic	0.0183	0.0196
clock network	0.366	0.493
routing by layer:
metal,wire [µm],up-vias,share of wire [%]
met5,0,-,0
met4,53,0,0.59
met3,481,6,5.3
met2,4162,61,46
met1,4310,1357,48
li1,-,1427,-
cells in the mapped netlist (all sizes together), types with 2 or more instances:
| master | instances |
|---|---|
| o41ai | 2 |
| ha | 3 |
| nor2 | 27 |
| nand4 | 10 |
| nand2b | 4 |
| nor4b | 2 |
| nor4 | 10 |
| and2 | 17 |
| nor3 | 12 |
| inv | 13 |
| nand2 | 31 |
| nor2b | 2 |
| or4b | 2 |
| buf | 7 |
| and3 | 2 |
| a31oi | 2 |
| nor4bb | 2 |
| o31ai | 3 |
| edfxtp | 64 |
| clkbuf | 11 |
| xor2 | 6 |
| dfxtp | 4 |
| xnor2 | 42 |
| or3 | 2 |
| o21ai | 28 |
| a21oi | 10 |
| nand3b | 2 |
| nand3 | 12 |
worst max-delay path, stage by stage, from the launching register on:
cell and delay, ns:
sky130_fd_sc_hd__dfxtp_4 0.35, sky130_fd_sc_hd__buf_8 0.12, sky130_fd_sc_hd__buf_8 0.13, sky130_fd_sc_hd__nor4_4 0.25, sky130_fd_sc_hd__buf_2 0.13
sequential cells by signal, summed over array words and instances, names as in the netlist:
signal         flops
data               8
state              4
current_count     16
count             16
rdaddr            12
wraddr            12
logic make-up (layout without fill, tap and decap cells):
family	after synthesis	count (layout)
and+or+nand+nor	139	140
AOI/OAI and AO/OA	49	49
adders and majority gates	3	3
DFF	68	68
xor gates and xnor gates	48	48
buffers and inverters	31	138
other	1	2
stage by stage:
| stage | setup WS (ns) | hold slack [ns] | instances | setup TNS (ns) | utilization (%) |
|---|---|---|---|---|---|
| after floorplan | -0.06092 | 0.5911 | 340 | -0.2057 | - |
| after global placement | -0.6170 | 0.6333 | 557 | -4.429 | 39.49 |
| after detailed placement | -0.6477 | 0.6435 | 557 | -4.321 | 39.49 |
| after CTS | -0.3065 | 0.6512 | 591 | -4.928 | 44.02 |
| after global routing | -0.3335 | 0.6717 | 591 | -3.680 | 44.67 |
| final | -0.2998 | 0.6370 | 591 | -2.834 | 44.67 |
cell type report:
| type | count | area, µm² |
|---|---|---|
| Clock inverter | 11 | 73.82 |
| Timing Repair Buffer | 106 | 922.1 |
| Multi-Input combinational cell | 242 | 1725 |
| Clock buffer | 9 | 225.2 |
| Fill cell | 1025 | 6426 |
| Inverter | 12 | 47.55 |
| Tap cell | 143 | 178.9 |
| Sequential cell | 68 | 2014 |
final timing paths:
kind | start | to | slack [ns] | depth (start not counted)
worst max-delay path | state[1]$_SDFF_NN0_ | ten | -0.30 | 4
worst min-delay path | current_count[0]$_SDFFCE_PN0P_ | current_count[0]$_SDFFCE_PN0P_ | 0.64 | 1
worst max register to register | state[1]$_SDFF_NN0_ | current_count[12]$_SDFFCE_PN0P_ | -0.06 | 5
worst min register to register | current_count[0]$_SDFFCE_PN0P_ | current_count[0]$_SDFFCE_PN0P_ | 0.64 | 1
Power figures rest on the tool's default switching activity, not on a simulated workload.
